--- flow/config.mk ---
export PLATFORM = sky130hd
export DESIGN_NAME = id_unit
export DESIGN_NICKNAME = id_unit
export VERILOG_FILES = /design/flow/design.v
export SDC_FILE = /design/flow/constraint.sdc
export NUM_CORES = 4
export LEC_CHECK = 1
export CORE_AREA = 10 10 70 70
export DIE_AREA = 0 0 80 80
--- flow/constraint.sdc ---
current_design id_unit

set clk_period 1.7
set clk_io_pct 0.2

create_clock -name clk0 -period $clk_period

set non_clock_inputs [all_inputs -no_clocks]
set_input_delay [expr $clk_period * $clk_io_pct] -clock clk0 $non_clock_inputs
set_output_delay [expr $clk_period * $clk_io_pct] -clock clk0 [all_outputs]
--- flow/design.v ---
module id_unit(
    input wire[15:0]   i_reg,        
    output wire        is_stop,      
    output wire[1:0]   sel_a,        
    output wire        sel_b,        
    output wire[1:0]   sel_d,        
    output wire        rb_is_front,  
    output wire        rd_is_front,  
    output wire[3:0]   sel_ra,       
    output wire[3:0]   sel_rb,       
    output wire[3:0]   sel_rc,       
    output wire[3:0]   sel_rd,       
    output wire[2:0]   sel_alu,      
    output wire        q_dir,        
    output wire        op_type       
);
wire maybe_movr = i_reg[6] & i_reg[5] & i_reg[4];
wire maybe_movi = i_reg[14] & i_reg[13] & i_reg[12];
wire is_alu_r_q = 1'b0;
wire is_alu_rr_q = ~i_reg[15] & ~i_reg[14] & ~i_reg[13] & ~i_reg[12] & i_reg[7] & ~maybe_movr;
wire is_alu_ri_q = i_reg[15] & ~maybe_movi;
wire is_alu_r_r = ~i_reg[15] & ~i_reg[14] & ~i_reg[13] & ~i_reg[12] & i_reg[7] & maybe_movr;     
wire is_alu_i_r = i_reg[15] & maybe_movi;                                                        
wire is_jump_r = ~i_reg[15] & ~i_reg[14] & ~i_reg[13] & ~i_reg[12] & ~i_reg[7] & ~i_reg[6];
wire is_jump_i = 1'b0;  
wire is_ld = ~i_reg[15] & ~i_reg[14] & i_reg[13] & ~i_reg[12];
wire is_ld_q = is_ld & i_reg[8];
wire is_ld_mem = ~i_reg[15] & i_reg[14] & i_reg[13];
wire is_st_mem = ~i_reg[15] & i_reg[14] & ~i_reg[13];
wire is_control_op = ~i_reg[15] & ~i_reg[14] & ~i_reg[13] & ~i_reg[12] & ~i_reg[7] & ~i_reg[6] & ~i_reg[5] & ~i_reg[4];
assign is_stop = is_control_op & ~i_reg[3] & ~i_reg[2] & ~i_reg[1] & ~i_reg[0];
assign op_type = is_ld_mem | is_st_mem;
assign sel_a = {is_jump_i, 1'b0};  
assign sel_b = is_jump_i | is_ld_mem | is_st_mem | is_ld | is_alu_i_r | is_alu_ri_q;
assign rb_is_front = 0;  
assign sel_alu = is_alu_rr_q ? i_reg[6:4] : ( is_alu_ri_q ? i_reg[14:12] : { is_ld, is_ld, is_ld } );
assign sel_ra = i_reg[11:8];
assign sel_rb = i_reg[3:0];
assign sel_rc = i_reg[11:8];
assign sel_d = {is_jump_r | is_jump_i, is_st_mem | is_ld_q};
assign rd_is_front = ~(is_alu_r_r | is_alu_i_r | is_jump_i | is_jump_r);
assign sel_rd = is_ld_mem ? i_reg[11:8] : i_reg[3:0];
assign q_dir = 1'b0;
endmodule
--- flow/run.sh ---
#!/bin/bash
# OpenROAD 26Q1-2900-gdf79404cd8, Yosys 0.63+post, stock flow scripts
make -C /OpenROAD-flow-scripts/flow DESIGN_CONFIG=/design/flow/config.mk WORK_HOME=/design/flow/orfs finish
==> results_slide.txt <==
Synthesis and Place & Route Summary

Run status
  – Status: complete, no violations

GRT
  – Vias in the first global route: 525
  – Initial antenna violation count: 0
  – Grt ovf: 0
  – First-pass GRT wire length: 2.50 mm
  – Total GRT Usage: 4.59%
  – Largest net degree at the start of global routing: 9

Final timing
  – Fmax: 603 MHz
  – Tcrit/Tclk final: 97.6%
  – Crit path setup slack, layout: 0.0411 ns
  – Final Hold Violation Tally: 0
  – Max-slew violations: 0
  – RSZ-0062 raised after global routing: false
  – Min Tclk post-route: 1.66 ns
  – Setup violators final: 0

Floorplan
  – Die H: 80 um
  – Core area: 3420 um^2
  – FP Rows: 21
  – Total die size: 6400 um^2
  – Initial Util: 11.0%
  – # IOs: 45
  – Chip Width: 80 um

Route
  – Vias per inst: 3.74
  – Post-Route WL: 1.68 mm
  – Routed len/inst: 11.9 um
  – DRT Pass-1 Iters: 6
  – Post-route ant nets: 0
  – Metal-1 WL: 707 um
  – Initial DRC count: 70
  – Top layer in use: met3
  – # diodes: 0
  – Routed via count: 527
  – # DRC: 0
  – Met3 wire len: 209 um
  – Wire length on met2: 761 um

Critical path
  – CP max-delay cell: mux2_4
  – Worst path most repeated cell: buf_6
  – Critical Path Stages: 7
  – Bufs and invs on worst path: 5
  – CP Cell Sequence: buf_2 > buf_6 > nand2b_4 > buf_6 > buf_6 > mux2_4 > buf_2
  – Crit path DRT: 1.36 ns
  – CP peak stage delay: 0.28 ns
  – Top Family by Delay on Critical Path: buffers and inverters
  – Crit path max fanout: 3
  – Crit path capture type: output port
  – CP Launch Type: input pin
  – Arrival @ worst endpoint: 1.32 ns
  – Crit path kind: input pin to output port

Place
  – Hpwl dp: 1.40 mm
  – Placer Congestion: 0.861
  – Pre-CTS setup slack: -0.763 ns
  – Buffers on Ports: 41

Cells and area
  – Area added between synthesis and finish: 120%
  – FF/Latch Area: 0 um^2
  – Share of cells above drive strength 1: 37.9%
  – Flops: 0
  – Clock buffer count: 0
  – Fill cells: 370

Yosys
  – Yosys warnings: 0
  – Yosys synthesis chip area: 377 um^2
  – Post-synthesis sequential area ratio: 0%
  – Yosys stat cell total: 56
  – Synthesized area: 377 um^2
  – Post-synthesis cell count: 56
  – Netlist cell types: 20
  – Avg Cell Area, Syn: 6.73 um^2

Hold path
  – Worst Hold Depth: 4
  – Hold WC Path Type: input pin to output port

Power
  – Leak: 0.410 nW
  – VDD IR max: 0.0000337 V
  – Total power: 161 uW
  – Pwr Density: 194 nW/um^2

Clocking
  – Hold_buf cts: 0

Job
  – Max cap viols: 0
  – Tool warnings: 33
-- cell families after synthesis --
logic type             share of synthesized area [%]
multiplexers                                    12.0
other                                          0.996
buffers and inverters                           37.9
AND/OR/NAND/NOR                                 33.2
AND-OR/OR-AND                                   15.9
-- cell usage in the layout (no fill, tap or decap), drive strengths merged --
| master | count |
|---|---|
| clkdlybuf4s15 | 2 |
| nand2 | 8 |
| a32oi | 1 |
| dlygate4sd2 | 10 |
| a31oi | 2 |
| clkdlybuf4s50 | 14 |
| o21ai | 2 |
| clkbuf | 2 |
| nand3 | 3 |
| dlymetal6s2s | 4 |
| inv | 1 |
| buf | 22 |
| nand2b | 1 |
| a21oi | 2 |
| nor2 | 4 |
| nor4 | 2 |
| or3 | 1 |
| and2b | 1 |
| o22ai | 3 |
| and2 | 1 |
| and3 | 1 |
| mux2 | 4 |
| conb | 4 |
-- synthesized netlist by cell type --
master | n | area (um^2)
a21oi_1 | 2 | 10.0
a31oi_1 | 2 | 12.5
a32oi_1 | 1 | 8.76
and2_1 | 1 | 6.26
and2b_1 | 1 | 7.51
and3_1 | 1 | 6.26
buf_4 | 17 | 128
buf_6 | 1 | 11.3
conb_1 | 1 | 3.75
inv_1 | 1 | 3.75
mux2_2 | 4 | 45.0
nand2_1 | 8 | 30.0
nand2b_1 | 1 | 6.26
nand3_1 | 3 | 15.0
nor2_1 | 4 | 15.0
nor4_1 | 1 | 6.26
nor4_4 | 1 | 21.3
o21ai_0 | 2 | 10.0
o22ai_1 | 3 | 18.8
or3_4 | 1 | 11.3
-- power by group --
part	switching (mW)	internal (mW)	leakage (nW)	total, mW
Combinational	0.0554	0.105	0.410	0.161
Sequential	0	0	0	0
Clock	0	0	0	0
-- final timing paths --
check / start / endpoint / slack (ns)
worst min-delay path: i_reg[14] / sel_alu[2] / 1.02
worst max-delay path: i_reg[15] / sel_rd[3] / 0.04
-- metal layers --
layer	vias up	track usage, %
met5	-	0
met3	0	1.25
li1	256	-
met1	239	5.74
met2	32	8.11
met4	0	0
-- what timing repair did --
| item | in CTS | in global routing |
|---|---|---|
| pin swaps | 4 | 3 |
| gates resized | 66 | 9 |
| setup buffers | 6 | 0 |
| endpoints found under the setup margin | 18 | 13 |
-- cell type report --
cell class                 instances  area, um^2  share of cell area (%)
inverter                           1        3.75                   0.454
multi-input combinational         40         274                    33.1
timing repair buffer              54         492                    59.5
tap                               46        57.6                    6.96
-- metrics by stage --
stage / utilization, % / cells / area (um^2) / hold WS (ns) / setup TNS (ns)
floorplan: - / 59 / 388 / 0.706 / 0
global placement: 22.5 / 135 / 769 / 1.54 / -7.81
detailed placement: 22.5 / 135 / 769 / 1.54 / -7.99
CTS: 24.2 / 141 / 827 / 1.04 / -0.0686
global route: 24.2 / 141 / 827 / 1.06 / 0
finish: 24.2 / 141 / 827 / 1.02 / 0
No activity file was given, so power comes from the tool's default toggle rates.
