--- run.sh ---
#!/bin/bash
# OpenROAD 26Q1-2900-gdf79404cd8, Yosys 0.63+post, stock flow scripts
make -C /OpenROAD-flow-scripts/flow DESIGN_CONFIG=/design/flow/config.mk WORK_HOME=/design/flow/orfs finish
--- config.mk ---
export PLATFORM = sky130hd
export DESIGN_NAME = reg_file
export DESIGN_NICKNAME = reg_file
export VERILOG_FILES = /design/flow/design.v
export SDC_FILE = /design/flow/constraint.sdc
export NUM_CORES = 4
export LEC_CHECK = 1
export CORE_UTILIZATION = 30
--- constraint.sdc ---
current_design reg_file

set clk_period 5.0
set clk_io_pct 0.2

create_clock -name clk0 -period $clk_period [get_ports {clk}]

set non_clock_inputs [all_inputs -no_clocks]
set_input_delay [expr $clk_period * $clk_io_pct] -clock clk0 $non_clock_inputs
set_output_delay [expr $clk_period * $clk_io_pct] -clock clk0 [all_outputs]
--- design.v ---
module reg_file(
    input wire           clk,        
    input wire           ws,         
    input wire           r_ts,       
    input wire           w_ts,       
    input wire[3:0]      ra_sel,     
    input wire[3:0]      rb_sel,     
    input wire[3:0]      rd_sel,     
    input wire[15:0]     rd_val,     
    output wire[15:0]    ra_val,     
    output wire[15:0]    rb_val      
);
reg [15:0] file[0:15];
reg [15:0] ra_fetched;
reg [15:0] rb_fetched;
wire ptr_ra = ra_sel == rd_sel & r_ts == w_ts;
wire ptr_rb = rb_sel == rd_sel & r_ts == w_ts;
always@(*) begin
    ra_fetched = ( ptr_ra ) ? rd_val : file[{r_ts, ra_sel}];
    rb_fetched = ( ptr_rb ) ? rd_val : file[{r_ts, rb_sel}];
end
always @(posedge clk) begin
    if (ws) begin 
        file[{w_ts, rd_sel}] <= rd_val;
    end
end
assign ra_val = ra_fetched;
assign rb_val = rb_fetched;
endmodule
==> results.toml <==
# physical design summary
[drt]
routedWlPerCell_um = 25.92
vias = 6479
antenna_cells = 0
drc = 0
detail-route-antenna-nets = 0
vias_per_cell = 5.280
first_iter_violations = 268
dr.pass1.iters = 4
wl_um = 31800

[yosys]
syn_inst = 592
synth_cell_types = 26
topCellsByArea = "edfxtp_1 (61%), mux4_2 (16%), mux4_1 (8.1%)"
ys_cells = 592
top_area_cell = "edfxtp_1"
top_area_share_pct = 60.89
yosys-stat-area_mm2 = 0.01262
synthesis.area_mm2 = 0.01262
synth_flop_count = 256
synth_seq_share_pct = 60.89
ys.warnings.count = 1
syn_area_per_cell_um2 = 21.33

[clocking]
numCtsBuffers = 29
ctsResizeCount = 0
cts_tree = "built"
hold_buffers = 0
root_buffer = "clkbuf_16"
clkTransAtPathRegs_ps = 60
post_cts_buffers = 0
cts_num_sinks = 256
htreeDepth = 1
clock_path_buffers = 3

[timing]
finalSetupTns_ps = 0
finalClockPeriodUsage_pct = 90.26
final_hold_viol_count = 0
rsz0062_at_grt = "no"
maxSlewHeadroom_pct = 48.80
fmax_mhz = 221.6
report.final.slew_viol_count = 0
setup_viol = 0
tightest_slew_ps = 768.0
fin_crit_ps = 4513

[final_layout]
reg.largest.list = "file (256)"
final_cell_mix = "edfxtp_1 (256), mux2i_1 (96), mux4_2 (88), clkdlybuf4s50_1 (57), mux4_1 (39)"
nFillCells = 3692
top_register = "file"
largest_reg_flops = 256
area_growth_pct = 17.12
fin_cells = 1227
layout-drive-gt1-share_pct = 31.08
fin_util_pct = 35.89
mostFrequentLayoutCell = "edfxtp_1"

[die]
rows = 74
dieArea_mm2 = 0.04291
initCoreUtil_pct = 30.64
die_y_um = 207.1
die_x_um = 207.1
design.portCount = 64
core_mm2 = 0.04120

[power_and_ir_drop]
p_leak_nw = 4.979
pwr_density_cell_mw_per_mm2 = 327.3
ir_drop_uv = 219.8

[global_routing]
grtUsageMet2_pct = 24.48
grtUsageTotal_pct = 16.01
globalRoute.totalOverflow = 0
grt_max_degree = 65
met3_usage_pct = 9.454
grt_pass1_vias = 7107
grt_busiest_layer = "met2"
grtUsageMet1_pct = 20.53
antenna_found_initial = 0
grt_pass1_wl_um = 46830

[setup_path]
max_stage_delay_ps = 790
required_ps = 4000
cp_max_fo = 16
start_kind = "input pin"
end_kind = "output pin"
path_cells = "clkdlybuf4s50_1 > xor2_1 > nor4_2 > nand2_2 > mux2_2 > clkdlybuf4s50_1"
crit_type = "input pin to output pin"
arrival_ps = 3510
cpMaxStageDelayCell = "clkdlybuf4s50_1"
crit_top_cell = "clkdlybuf4s50_1"

[place]
gp_congestion = 0.7990
hpwl_um = 19590
port_buffers = 63
dp.cells = 1179

[status]
status = "complete, no violations"

[flow_run]
cap_violations = 0
warnings = 25

[min_path]
hp-class = "input pin to register"
==> worst max-delay path: cells and delay by family <==
| kind | cells | cell delay (ps) |
|---|---|---|
| simple gates | 2 | 700 |
| xor+xnor | 1 | 150 |
| buf+inv | 2 | 1200 |
| mux | 1 | 440 |
==> cells in the mapped netlist (all sizes together) <==
library cell,number
xnor2,1
xor2,8
nor2,12
nand3,1
nand2,3
mux2i,96
mux4,128
nand2b,2
nand3b,2
buf,41
or3b,1
clkbuf,3
edfxtp,256
nor3,4
nor4,2
mux2,32
==> through the flow <==
stage | instance area [um2] | power, mW | hold slack [ps] | worst slack, ps
after floorplan | 12620 | 2.770 | 1099 | 1710
after global placement | 13950 | 2.997 | 1995 | 442.5
after CTS | 14790 | 4.897 | 1448 | 409.5
after global routing | 14790 | 5.000 | 1500 | 285.1
after detailed placement | 13950 | 3.000 | 2016 | 424.6
final | 14790 | 4.840 | 1450 | 487.1
==> cells by family after synthesis <==
family	Yosys count	share of synthesized area, %
mux	256	34.78
flops	256	60.89
buf+inv	44	2.607
simple gates	27	1.100
xor+xnor	9	0.6244
==> layer usage <==
metal / share of wire (%) / vias to the layer above
met1: 38 / 3304
met5: 0 / -
met2: 47 / 364
li1: - / 2764
met3: 12 / 47
met4: 2.1 / 0
==> worst paths after layout <==
check / startpoint / to / slack [ps] / depth (start not counted)
setup / recovery: rd_sel[0] / rb_val[4] / 490 / 6
hold / removal: rd_val[0] / file[7][0]$_DFFE_PP_ / 1450 / 1
==> layout make-up <==
cell class | instances | area [um2] | share of cell area [%]
well taps | 532 | 665.6 | 4.502
clock buffers | 36 | 752.0 | 5.086
repair buffers | 99 | 938.4 | 6.347
flip-flops and latches | 256 | 7687 | 51.99
clock inverters | 12 | 83.83 | 0.5670
multi-input cells | 292 | 4658 | 31.51
==> power by group <==
| group | switching [mW] | internal (mW) | leakage [nW] |
|---|---|---|---|
| Clock | 0.796 | 1.10 | 0.405 |
| Sequential | 0.0156 | 2.41 | 2.31 |
| Combinational | 0.239 | 0.280 | 2.26 |
Power and IR drop assume default switching activity.
