==> config.mk <==
export PLATFORM = sky130hd
export DESIGN_NAME = pc_file
export DESIGN_NICKNAME = pc_file
export VERILOG_FILES = /design/flow/design.v
export SDC_FILE = /design/flow/constraint.sdc
export NUM_CORES = 4
export LEC_CHECK = 1
export CORE_UTILIZATION = 30
==> constraint.sdc <==
current_design pc_file

set clk_period 8.7
set clk_io_pct 0.2

create_clock -name clk0 -period $clk_period [get_ports {clk}]

set non_clock_inputs [all_inputs -no_clocks]
set_input_delay [expr $clk_period * $clk_io_pct] -clock clk0 $non_clock_inputs
set_output_delay [expr $clk_period * $clk_io_pct] -clock clk0 [all_outputs]
==> design.v <==
module pc_file(
    input wire          clk,       
    input wire          a_rst,     
    input wire          r_ts,      
    input wire          w_ts,      
    input wire          ws,        
    input wire          hold,      
    input wire[15:0]    i_pc,      
    output wire[15:0]   o_pc,      
    output wire[15:0]   o_prev_pc  
);
reg[14:0] pc_0;
reg[14:0] pc_1;
reg prev_pc_ts;
reg[15:0] pc_next;
wire[14:0] selected = ( r_ts ? pc_1 : pc_0 );
always @(*) begin
    pc_next = selected + 1'b1;
end
always @(posedge clk) begin
    prev_pc_ts <= r_ts;
end
always @(posedge clk or negedge a_rst) begin
    if (~a_rst) begin
        pc_0 <= 15'h7FFF;
    end else begin
        case ({hold, ws & ~w_ts})
        2'b00: pc_0 <= pc_next;
        2'b01: pc_0 <= i_pc[15:1];
        2'b10: pc_0 <= pc_0;
        2'b11: pc_0 <= pc_0;
        endcase
    end
end
always @(posedge clk) begin
    case ({hold, ws & w_ts})
    2'b00: pc_1 <= pc_next;
    2'b01: pc_1 <= i_pc[15:1];
    2'b10: pc_1 <= pc_1;
    2'b11: pc_1 <= pc_1;
    endcase
end
assign o_pc = { pc_next, 1'b0 };
assign o_prev_pc = { prev_pc_ts ? pc_1 : pc_0, 1'b0 };
endmodule
==> run.sh <==
#!/bin/bash
# OpenROAD 26Q1-2900-gdf79404cd8, Yosys 0.63+post, stock flow scripts
make -C /OpenROAD-flow-scripts/flow DESIGN_CONFIG=/design/flow/config.mk WORK_HOME=/design/flow/orfs finish
==> results.ini <==
[critical_path]
end_kind=output port
cp_data_required_time_ps=6960
crit_path_start_kind=input port
cp.arrival_ps=4640
critPathTopFamily=buffers and inverters
crit_path_max_incr_delay_ps=460
crit_buf_inv=4
path_cells=clkdlybuf4s50_1 > buf_4 > mux2_2 > ha_1 > nand4b_1 > a21oi_1 > nand4_1 > xnor2_1 > inv_1 > clkdlybuf4s50_1
r2r_setup_slack_ps=6220
crit_type=input port to output port
critPathSlowestCell=clkdlybuf4s50_1
cpMostUsedCell=clkdlybuf4s50_1
cp_max_fo=34

[clock_network]
cts_tree=done
htree_levels=2
cts_buffers=5
hold_buffers=0
root_buffer=clkbuf_8
clk_latency_ps=290
clkTransAtPathRegs_ps=70
cts_resized=0
cts_setup_buffers=0
clock-sinks=31
clockBufferDepth=2

[hold_path]
hp-class=flop to flop

[yosys]
yosys_area_um2=2070
synth-edff-count=15
synthCells=213
yosys_warnings=1
synth.distinct_cells=38
most_common_cell=nand2_1
ys_ff=31
synthArstFlopShare=0.484
yosys_cells=213
synth_area_per_cell_um2=9.72
synth_area_um2=2070
ff_type=edfxtp_1
yosysTopAreaCell=edfxtp_1
postSynthSeqShare=0.418
top_area_frac=0.218
top_cells_by_count=nand2_1 (30), mux2_2 (20), o21ai_0 (18)
ys_top_cells_by_area=edfxtp_1 (22%), dfstp_2 (19%), mux2_2 (11%)

[detailed_routing]
routed-wl-met2_mm=2.17
drc_errors=0
dr.pass1.iters=4
wl_met3_um=305
antenna_cells=0
drt_wl_total_mm=5.23
routed.top_layer=met4
ant_nets=0
wire_per_inst_um=15.4
viasPerCell=5.03
drt-initial-drc-count=85
vias=1706
drt-met1-wl_mm=2.70

[sta]
relSlewSlack=0.435
clock-skew-final_ps=9.93
setup_tns_ps=0
slew_violations=0
period_used_share=0.733
hold_ws_ps=507
setup_viol=0
tightest_slew_ps=847
period_minus_slack_ps=6380
hold_viol=0
fmax_mhz=157
rsz0062_at_grt=false

[job]
warning_count=26
drv_cap=0

[floorplanning]
die_area_um2=7240
fp-utilization=0.319
die.size.x_um=85.1
rows=29
ioPinCount=54
fp.coreArea_um2=6490
die_h_um=85.1

[finish]
fin_area_um2=2740
drive_gt1_frac=0.191
synthToLayoutAreaGrowth_pct=32.3
fin_util=0.422
fillCellCount=618

[grt]
grt_pass1_vias=1621
antenna_found_initial=0
overflow=0
grt_use_total=0.154
grt_max_degree=35
grt_pass1_wl_mm=8.40

[power]
power_density_nw_per_um2=188
p_leak_uw=0.00105
irDropWorstVdd_v=0.0000717

[place]
gp_congestion=0.834
place_hpwl_mm=3.52
place_area_um2=2640
io_buffers=50

[outcome]
status=finished, final reports clean

[layer usage]
metal	GRT usage	vias up
met5	0	-
met4	0.0139	0
met3	0.0286	5
met2	0.224	49
met1	0.258	786
li1	-	866
[logic make-up (layout without fill, tap and decap cells)]
kind of cell / count (synthesis) / in the layout / share of synthesized area
AOI/OAI and AO/OA: 43 / 43 / 0.135
xor gates and xnor gates: 12 / 12 / 0.0508
adders and majority gates: 1 / 1 / 0.00604
buffers and inverters: 29 / 77 / 0.0610
DFF: 31 / 31 / 0.418
muxes: 35 / 35 / 0.182
other: 1 / 2 / 0.00181
and+or+nand+nor: 61 / 61 / 0.146
[flip-flops by register name (all words and copies together) (netlist names)]
signal / flops
pc_1: 15
prev_pc_ts: 1
pc_0: 15
[path summary, 6_finish.rpt]
path	end	startpoint	cells past startpoint
max in group asynchronous	pc_0[4]$_DFFE_PN1N_	a_rst	1
setup reg to reg	pc_1[14]$_DFFE_PN_	pc_0[0]$_DFFE_PN1N_	7
setup / recovery	o_pc[15]	r_ts	10
hold reg to reg	pc_0[10]$_DFFE_PN1N_	pc_0[10]$_DFFE_PN1N_	2
min in group asynchronous	pc_0[6]$_DFFE_PN1N_	a_rst	1
hold / removal	pc_0[10]$_DFFE_PN1N_	pc_0[10]$_DFFE_PN1N_	2
[area by class of cell]
class / instances / area [um2] / area share
repair buffers: 55 / 538 / 0.196
clock inverters: 1 / 7.51 / 0.00274
well taps: 77 / 96.3 / 0.0352
inverters: 14 / 52.6 / 0.0192
flip-flops and latches: 31 / 865 / 0.316
clock buffers: 7 / 96.3 / 0.0352
multi-input cells: 154 / 1080 / 0.396
[layout by cell type, fill, tap and decap left out, types with 2 or more instances in the layout]
cell type	netlist	final
nor3_1	3	3
nand3b_1	2	2
o221ai_1	3	3
mux2_2	20	20
buf_4	2	5
conb_1	1	2
nand4_1	6	6
xnor2_1	10	10
a21oi_1	9	9
xor2_1	2	2
clkdlybuf4s50_1	0	50
nor2b_1	3	3
o21ai_0	18	18
nand4b_1	3	3
a221oi_1	5	5
edfxtp_1	15	15
dfstp_2	15	15
a2bb2oi_1	3	3
mux2i_1	14	14
a32o_1	2	2
nand2_1	30	30
nor2_1	3	3
and3_1	2	2
nand3_1	6	6
inv_1	13	13
clkbuf_8	0	7
[worst min-delay path: stages (launching register included)]
cell and delay [ps]:
dfstp_2 370, inv_1 60, a221oi_1 70
[metrics by stage]
step                      cells  setup slack [ps]  power [uW]
after global routing        339              2150         547
after detailed placement    331              2390         389
after global placement      331              2370         389
after floorplan             214              3800         299
final                       339              2320         515
after CTS                   339              2350         521
[where the power goes]
| group | internal (uW) | switching (uW) | leakage (uW) |
|---|---|---|---|
| combinational | 106 | 61.9 | 0.000686 |
| clock | 71.9 | 57.1 | 0.0000505 |
| sequential | 193 | 25.4 | 0.000313 |
Power is estimated from default activity; no workload was simulated.
